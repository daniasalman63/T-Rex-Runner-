<file path="run.sh">
#!/bin/bash
# OpenROAD 26Q1-2900-gdf79404cd8, Yosys 0.63+post, stock flow scripts
make -C /OpenROAD-flow-scripts/flow DESIGN_CONFIG=/design/flow/config.mk WORK_HOME=/design/flow/orfs finish
</file>
<file path="constraint.sdc">
current_design counter

set clk_period 1.5
set clk_io_pct 0.2

create_clock -name clk0 -period $clk_period [get_ports {clk}]

set non_clock_inputs [all_inputs -no_clocks]
set_input_delay [expr $clk_period * $clk_io_pct] -clock clk0 $non_clock_inputs
set_output_delay [expr $clk_period * $clk_io_pct] -clock clk0 [all_outputs]
</file>
<file path="design.v">
`timescale 1ns / 1ps
module counter(input clk, reset, output reg [3:0] counter
    );
always @(posedge clk or posedge reset)
begin
if(reset)
 counter <= 4'd0;
else
 counter <= counter + 4'd1;
end 
endmodule
</file>
<file path="config.mk">
export PLATFORM = sky130hd
export DESIGN_NAME = counter
export DESIGN_NICKNAME = counter
export VERILOG_FILES = /design/flow/design.v
export SDC_FILE = /design/flow/constraint.sdc
export NUM_CORES = 4
export LEC_CHECK = 1
export CORE_AREA = 10 10 70 70
export DIE_AREA = 0 0 80 80
</file>
==> flow_metrics.rpt <==
PHYSICAL IMPLEMENTATION REPORT
----------------------------------------------------
[Power and ir drop]
  Final total power ........................ 0.244 mW
  Peak VDD IR ........................ 449 µV
  Power share of the sequential group ........................ 0.446
  P_sw ........................ 0.0433 mW
  Leak pwr ........................ 0.122 nW
  Internal power consumption ........................ 0.200 mW
  Power density relative to cell area ........................ 869 nW/µm²
  Fraction of power consumed by combinational cells ........................ 0.019
  Sw Ratio ........................ 0.178
  Clock power share ........................ 0.535

[Clock tree]
  Clock transition at the registers of the reported paths ........................ 0.04 ns
  CTS root buffer ........................ sky130_fd_sc_hd__clkbuf_4
  Worst skew pair latency ........................ 0.23 ns
  Hold-fix buffer count after cts ........................ 0
  Number of buffers between clock root and the deepest sink ........................ 2
  Number of setup buffers added after CTS ........................ 0
  Total clock buffers created by CTS ........................ 3
  # clock sinks ........................ 4
  CTS tree ........................ yes
  Number of levels in the clock H-tree ........................ 1
  Number of cells upsized or downsized after cts ........................ 0

[STA]
  Number of setup violations in the final report ........................ 0
  Transition at the pin with the smallest max-transition slack ........................ 0.149 ns
  RSZ-0062 raised after global routing ........................ false
  Post-Route Setup TNS ........................ 0 ns
  Hold Fails Final Rpt ........................ 0
  Share of the cycle needed by the critical path after routing ........................ 0.935
  Smallest hold slack ........................ 0.253 ns
  Max frequency ........................ 713 MHz
  Skew final ........................ 0.00447 ns
  Final-report max-slew violation count ........................ 0
  Min Tclk post-route ........................ 1.40 ns
  Worst rel slew slack ........................ 0.901

[Floorplan]
  Die extent in y ........................ 80 µm
  Die W ........................ 80 µm
  Total die size ........................ 6400 µm²
  Count of standard-cell rows ........................ 21
  I/O pin total ........................ 6
  Placeable core area ........................ 3420 µm²
  Pre-placement core utilization ........................ 0.0418

[Detailed routing]
  Count of inserted antenna diode cells ........................ 0
  Vias after detailed routing ........................ 99
  Routed wirelength normalized by instance count ........................ 6.09 µm
  Average vias per placed instance ........................ 1.52
  Number of antenna-violating nets in the routed design ........................ 0
  Post-route DRC violation count ........................ 0
  First DRT Iteration DRCs ........................ 0
  Routed wire length ........................ 396 µm
  Iteration tally of the first detailed-router pass ........................ 1

[Global route]
  Wire length of the first global-routing pass ........................ 662 µm
  Via count of the first global-routing pass ........................ 127
  Number of antenna violations at the first check in global routing ........................ 0
  Total gr overflow ........................ 0
  Maximum number of pins on one net before global-route repair ........................ 5
  Aggregate global-route resource usage ........................ 0.0141

[Layout]
  Signed area change from the synthesized netlist to the final layout ........................ 96.5%
  Number of non-filler instances in the completed layout ........................ 65
  FILL cells ........................ 409
  Final design utilization ........................ 0.0821
  Max reg flops ........................ 4
  Registers with the most flip-flops ........................ counter (4)
  Fraction of layout cells with a size suffix above 1 ........................ 0.211
  Register bank with the most flops ........................ counter

[Synth]
  Register bit count reported by yosys ........................ 4
  Post-synth design cell area ........................ 143 µm²
  Post-Syn Area per Cell ........................ 14.3 µm²
  Count of library flops with an enable pin ........................ 0
  Yosys stat chip area ........................ 143 µm²
  Portion of the post-synthesis area used by sequential elements ........................ 0.702
  Cell type with the highest aggregate area in the netlist ........................ sky130_fd_sc_hd__dfrtp_1
  Yosys cell count ........................ 10
  Share of synthesized registers carrying an async set or reset ........................ 1.00
  Library cell with the highest instance count after synthesis ........................ sky130_fd_sc_hd__dfrtp_1
  Number of instances in the synthesized netlist ........................ 10
  Cell Type Count ........................ 6
  Post-synth top cells ........................ 4 x sky130_fd_sc_hd__dfrtp_1, 2 x sky130_fd_sc_hd__inv_1
  Cell types occupying the most area after synthesis ........................ sky130_fd_sc_hd__dfrtp_1 70%, sky130_fd_sc_hd__ha_1 8.8%, sky130_fd_sc_hd__xnor2_1 6.1%
  Fraction of synthesized cell area taken by the top area cell type ........................ 0.702
  Most frequently used flop master after synthesis ........................ sky130_fd_sc_hd__dfrtp_1
  Total number of yosys warnings ........................ 1

[Place]
  Placed cells ........................ 61
  IO buf count ........................ 5
  Final weighted congestion in routability-driven placement ........................ 0.644

[Setup path]
  Ordered cell list for the critical path ........................ clkdlybuf4s50_1
  Standard cell with the maximum stage delay on the critical path ........................ sky130_fd_sc_hd__clkdlybuf4s50_1
  Setup slack on the worst flop-to-flop path ........................ 0.63 ns
  Maximum fanout along the worst path ........................ 4
  Number of buffers and inverters on the critical path ........................ 1
  Slowest Stage Delay on Critical Path ........................ 0.49 ns
  Type of element launching the critical path ........................ flip-flop
  Worst Path Arrival ........................ 1.10 ns
  Critical path start-end classification ........................ flip-flop to primary output
  Element type at the critical path end ........................ primary output
  Crit path required time ........................ 1.20 ns
  Dominant delay contributor by cell family on the critical path ........................ buffers and inverters

[Job]
  Stage-log warning count ........................ 25
  Max cap viols ........................ 0

[Hold path]
  Class of the most critical hold timing path ........................ primary input to asynchronous set/reset pin

[Run status]
  Status ........................ finished, final reports clean

----------------------------------------------------
==> worst paths after layout <==
| check | startpoint | to | cells after the start |
|---|---|---|---|
| setup / recovery | counter[0] | counter[0] | 1 |
| hold / removal | reset | counter[3] | 2 |
| setup reg to reg | counter[0] | counter[2] | 2 |
| hold reg to reg | counter[0] | counter[0] | 1 |
| max in group asynchronous | reset | counter[0] | 2 |
| min in group clk0 | counter[0] | counter[0] | 1 |
==> cells in the final DEF, fill, tap and decap left out, drive strengths merged <==
master         n
clkdlybuf4s50  5
dfrtp          4
clkbuf         3
inv            2
nand3          1
xnor2          1
xor2           1
ha             1
buf            1
==> cell families (layout without fill, tap and decap cells) <==
kind of cell             after synthesis  in the layout  synth area share
adder cells (fa/ha/maj)                1              1            0.0877
buffers and inverters                  2             11            0.0527
flip-flops                             4              4             0.702
XOR/XNOR                               2              2             0.123
AND/OR/NAND/NOR                        1              1            0.0351
==> power groups by stage <==
stage         sequential [mW]  clock [mW]  combinational, mW
CTS                     0.109       0.136            0.00483
global route            0.108       0.149            0.00532
finish                  0.109       0.130            0.00466
==> per-layer routing <==
metal  share of wire  global-route usage  wire length (µm)
met1            0.62              0.0207               246
met2            0.22              0.0112                87
met3            0.16              0.0159                62
met4               0             0.00352                 0
met5               0                   0                 0
==> layout make-up <==
| type | count | area, µm² | area share |
|---|---|---|---|
| sequential | 4 | 100 | 0.357 |
| inverter | 2 | 7.51 | 0.0268 |
| tap | 46 | 57.6 | 0.205 |
| multi-input combinational | 4 | 35.0 | 0.125 |
| clock buffer | 3 | 22.5 | 0.0804 |
| timing repair buffer | 6 | 57.6 | 0.205 |
==> per-stage QoR <==
| step | setup WS (ns) | area, µm² |
|---|---|---|
| after global routing | 0.0382 | 280 |
| after CTS | 0.0413 | 273 |
| final | 0.0981 | 280 |
| after floorplan | 0.679 | 143 |
| after global placement | 0.316 | 250 |
| after detailed placement | 0.295 | 250 |
Power figures rest on the tool's default switching activity, not on a simulated workload.
